==> flow/design.v <==
module blink_v1_0 (
  input clk25mhz,
  output [7:0] o_led
  );
  reg [23:0] counter;
  initial counter = 0;
  always @(posedge clk25mhz)
    counter <= counter+1;
  assign o_led = (counter > 2**23)? 8'haa: 8'h55;
endmodule
==> flow/run.sh <==
#!/bin/bash
# OpenROAD 26Q1-2900-gdf79404cd8, Yosys 0.63+post, stock flow scripts
make -C /OpenROAD-flow-scripts/flow DESIGN_CONFIG=/design/flow/config.mk WORK_HOME=/design/flow/orfs finish
==> flow/config.mk <==
export PLATFORM = sky130hd
export DESIGN_NAME = blink_v1_0
export DESIGN_NICKNAME = blink_v1_0
export VERILOG_FILES = /design/flow/design.v
export SDC_FILE = /design/flow/constraint.sdc
export NUM_CORES = 4
export LEC_CHECK = 1
export CORE_AREA = 10 10 104 104
export DIE_AREA = 0 0 114 114
==> flow/constraint.sdc <==
current_design blink_v1_0

set clk_period 4.1
set clk_io_pct 0.2

create_clock -name clk0 -period $clk_period [get_ports {clk25mhz}]

set non_clock_inputs [all_inputs -no_clocks]
set_input_delay [expr $clk_period * $clk_io_pct] -clock clk0 $non_clock_inputs
set_output_delay [expr $clk_period * $clk_io_pct] -clock clk0 [all_outputs]
==> out/qor.yml <==
synth:
  post_synth.cell_area_avg_um2: 9.85
  yosys.stat.chipArea_mm2: 0.00103
  synth_cell_types: 20
  mappedNetlistArea_mm2: 0.00103
  ys_ff: 24
  synthCells: 105
  synth.yosys.num_cells: 105
  ys_warn_count: 1
  seq_area_frac_synth: 0.464
placement:
  hpwl_um: 1250
  port_buffer_cells: 8
  gp_congestion: 0.803
job:
  openroad.warnings: 26
  timing.max_cap.violations: 0
clock_network:
  cts.sink_count: 24
  post-cts-setup-buffer-count: 0
  worst_skew_pair.late_latency_ps: 260
  cts_max_path_buffers: 2
  htreeDepth: 1
  tritoncts: "done"
  postCtsHoldBufs: 0
  clockRootBuffer: "clkbuf_8"
  cts.clk_slew.worst_paths_ps: 80
  postCtsResizedCells: 0
  numCtsBuffers: 3
global_route:
  gr-total-overflow: 0
  grt_start_max_net_pins: 13
  grt_util_all_layers: 0.0265
  grt_pass1_vias: 677
  grt_pass1_wl_um: 3030
  grt_antenna_before_repair: 0
final_layout:
  largestRegisters: "counter: 24 flops"
  ratio_of_cells_with_drive_above_1_in_the_final_layout: 0.0463
  top_register: "counter"
  area_delta_synth_final_pct: 19.5
  nFillCells: 998
  finalCoreUtilization: 0.142
  largest_register_ffs: 24
worst_setup_path:
  critical_path.reg2reg.startpoint: "counter[0]"
  worst-path-buf-inv: 2
  cpLargestDelayFamily: "buffers and inverters"
  critical_path.slowest_cell: "or4_1"
  logic_depth_of_the_worst_setup_path_including_buffers: 4
  path_cells: "or4_1, o41a_1, inv_1, clkdlybuf4s50_1"
  path_max_fanout: 5
  timing_worst_setup_path_type: "register to output pin"
  timing.critical_path.to_type: "output pin"
  r2r-end: "counter[22]"
  cp-endpoint: "o_led[4]"
  setup.worst_path.start_class: "register"
  timing.critical_path.from: "counter[13]"
  cp_data_arrival_time_ps: 2180
  cp_data_required_time_ps: 3280
  reg2reg_depth: 5
  ff2ff_setup_slack_ps: 2600
  largest_stage_delay_worst_path_ps: 530
route:
  detailedRoute.firstPassIterationCount: 4
  detail_route.wirelength_um: 1670
  initial_detailed_routing_violation_count: 33
  detailroute.via_count: 677
  antenna_violating_nets_post_route: 0
  routed_via_density: 3.13
  remaining_drc_errors: 0
  routedWlPerCell_um: 7.74
  antenna_cells: 0
floorplan:
  boundary_pin_count: 9
  die.size.y_um: 114
  fp_util: 0.119
  placementRows: 34
  area_of_the_die_mm2: 0.0130
  fp.coreArea_mm2: 0.00868
  die_x_um: 114
final_timing:
  setup_tns_ps: 0
  final.setup_skew_ps: 3.95
  timing_max_transition_violations_final: 0
  max_slew_margin: 0.771
  layout_worst_path_cycle_share: 0.731
  fmax_ghz: 0.334
  setup_repair_after_global_routing_missed_its_margin: "false"
  fin_crit_ps: 3000
  timing_worst_slew_pin_value_ps: 341
  final-setup-viol-count: 0
  final_hold_viol_count: 0
min_path:
  hold_path_depth: 1
  hold_class: "register to register"
  holdCritStartpoint: "counter[0]"
pwr:
  pwr_density_cell_mw_per_mm2: 295
  worst_ir_drop_vdd_mv: 0.202
  leakagePower_nw: 0.439
outcome:
  status: "finished clean"
through the flow:
step	hold slack (ps)	power (mW)	worst slack, ps	std cells	area [um^2]
2_1_floorplan	402	0.238	1850	105	1030
6_report	449	0.365	1100	216	1240
4_1_cts	448	0.371	1080	216	1240
5_1_grt	487	0.380	903	216	1240
3_5_place_dp	428	0.238	1380	213	1190
3_3_place_gp	419	0.238	1380	213	1190
power breakdown:
| part | internal [mW] | switching (mW) | total, mW |
|---|---|---|---|
| Combinational | 0 | 0 | 0.000000224 |
| Clock | 0.0655 | 0.0663 | 0.132 |
| Sequential | 0.233 | 0 | 0.233 |
cell families after synthesis:
family	count (synthesis)	share of synthesized area
fa+ha+maj	2	0.0242
simple gates	42	0.239
buf+inv	14	0.0750
xor+xnor	22	0.186
flops	24	0.464
compound gates	1	0.0109
worst min path at each step:
stage / slack, ps / end
6_report: 450 / counter[0]
5_1_grt: 490 / counter[0]
4_1_cts: 450 / counter[0]
routing by layer:
metal  wire length [um]  up-vias  GRT usage
li1                   -      360          -
met4                  0        0    0.00251
met1                824      312     0.0362
met5                  0        -          0
met2                798        5     0.0429
met3                 49        0    0.00638
cells in the final DEF, fill, tap and decap left out, types with 4 or more instances in the layout:
| cell | count |
|---|---|
| nand3_1 | 7 |
| nand4_1 | 4 |
| nor4_1 | 4 |
| dfxtp_1 | 24 |
| xor2_1 | 11 |
| nand2_1 | 6 |
| inv_1 | 6 |
| xnor2_1 | 11 |
| clkdlybuf4s50_1 | 8 |
| and3_1 | 5 |
| nor3_1 | 8 |
synthesized netlist by cell type:
library cell / number / area share
nand3_2: 1 / 0.0097
xnor2_1: 11 / 0.093
nand2_1: 6 / 0.022
nor3_1: 8 / 0.039
and3_1: 5 / 0.030
buf_4: 6 / 0.044
nand3_4: 1 / 0.017
dfxtp_1: 24 / 0.46
buf_2: 2 / 0.0097
inv_1: 6 / 0.022
o41a_1: 1 / 0.011
nand3_1: 7 / 0.034
nand4_1: 4 / 0.024
nor4b_1: 1 / 0.0085
or4_1: 1 / 0.0073
nor4_1: 4 / 0.024
ha_1: 2 / 0.024
xor2_1: 11 / 0.093
nor2_1: 2 / 0.0073
and4_1: 2 / 0.017
cell type report:
| type | instances | area [um^2] | area share |
|---|---|---|---|
| repair buffers | 8 | 80.1 | 0.0648 |
| inverters | 6 | 22.5 | 0.0182 |
| flip-flops and latches | 24 | 480 | 0.389 |
| clock buffers | 3 | 41.3 | 0.0334 |
| well taps | 108 | 135 | 0.109 |
| multi-input cells | 67 | 477 | 0.386 |
Power and IR drop assume default switching activity.
